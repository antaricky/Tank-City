$ cat design/flow/design.v
module AI     ( input Reset, frame_clk,
					input  [9:0] trackX,trackY,
					input  Tank_Collision,
					input  [0:1] Collision_Type,
               output [9:0] TankX, TankY,
					output [1:0] TankType,
					output [9:0] Xstart, Ystart,
					output Missile_on,
					output Tank_Explosion);
	logic [9:0] Tank_X_Pos, Tank_Y_Pos, Tank_Size ;
	 assign Tank_Size = 16;
    parameter [9:0] Tank_X_Center=200;   
    parameter [9:0] Tank_Y_Center=200;   
    parameter [9:0] Tank_X_Min=0;        
    parameter [9:0] Tank_X_Max=256;      
    parameter [9:0] Tank_Y_Min=0;        
    parameter [9:0] Tank_Y_Max=256;      
    parameter [9:0] Tank_X_Step=1;       
    parameter [9:0] Tank_Y_Step=1;       
	 parameter [1:0] up = 2'd0;
	 parameter [1:0] down = 2'd1;
	 parameter [1:0] left = 2'd2;
	 parameter [1:0] right = 2'd3;
	 parameter [7:0] space = 8'h29;
	 logic [7:0] direction;
	 logic lfsr_en;
	 logic [7:0] lfsr_out;
	 logic AI_shoot;
	 lfsr lfsr_inst(.Clk(frame_clk), .Reset, .enable(lfsr_en), .out(lfsr_out) );
	 assign direction = lfsr_out % 8'd4;
	 assign AI_shoot = lfsr_out[0];
		always_comb
		begin
		if (Tank_Collision == 1'b1 || TankX % 10'd64 == 0 || TankY % 10'd48 == 0)
		begin
			lfsr_en = 1;
		end
		else
			begin
			lfsr_en = 0;
			end
		end
    always_ff @ (posedge Reset or posedge frame_clk )
    begin: Move_Tank
        if (Reset)   
        begin 
            Tank_Explosion <= 1'b0;
				Tank_Y_Pos <= Tank_Y_Center;
				Tank_X_Pos <= Tank_X_Center;
        end
		  else
			begin 
				TankType <=TankType;
				 unique case (direction)
						up:  
							begin
								TankType <= 2'b00;
								if ((Tank_Y_Pos + (~(Tank_Y_Step) + 1'b1)) > Tank_Y_Min)
								begin
									if (Tank_Collision) 
										begin
										end
									else
									begin
										Tank_X_Pos <= Tank_X_Pos;
										Tank_Y_Pos <=Tank_Y_Pos+ (~ (Tank_Y_Step) + 1'b1);
									end
									if (Collision_Type == 2'd1)
									begin
										Tank_Explosion <= 1'd1;
									end
								end
							end
						down:  
							begin
								TankType <=2'b10;
								if ( ((Tank_Y_Pos + Tank_Size + Tank_Y_Step) < Tank_Y_Max ))
									begin
									if (Tank_Collision) 
										begin
										end
									else 
										begin
												Tank_X_Pos <= Tank_X_Pos;
												Tank_Y_Pos<=Tank_Y_Pos+ (Tank_Y_Step);
										end
										if (Collision_Type == 2'd1)
											begin
										Tank_Explosion <= 1'd1;
									end
									end
							end
						left:  
							begin
							TankType <=2'b01;
								if(((Tank_X_Pos + (~ (Tank_X_Step) + 1'b1)) > Tank_X_Min))
									begin
									if (Tank_Collision) 
										begin
										end
									else
										begin
											Tank_Y_Pos <= Tank_Y_Pos;
											Tank_X_Pos<=Tank_X_Pos+ (~ (Tank_X_Step) + 1'b1); 
										end
									if (Collision_Type == 2'd1)
									begin
										Tank_Explosion <= 1'd1;
									end
								end
							end
						right:  
							begin
							TankType <=2'b11;
								if ( ((Tank_X_Pos + Tank_Size + Tank_X_Step) < Tank_X_Max) )
								begin
								if (Tank_Collision) 
										begin
										end
								else
									begin
										Tank_Y_Pos <= Tank_Y_Pos;
										Tank_X_Pos <= Tank_X_Pos + Tank_X_Step;
									end
								if (Collision_Type == 2'd1)
									begin
										Tank_Explosion <= 1'd1;
									end
								end
						end
						default:
						begin
						end
						endcase
						if (AI_shoot)  
							begin
								if (TankType == 2'b00) 
								begin
									Xstart <= Tank_X_Pos + 10'd4;
									Ystart <= Tank_Y_Pos;
								end
								else if (TankType == 2'b01) 
								begin
									Xstart <= Tank_X_Pos;
									Ystart <= Tank_Y_Pos;
								end
								else if (TankType == 2'b10) 
								begin
									Xstart <= Tank_X_Pos + 10'd4;
									Ystart <= Tank_Y_Pos + 10'd16;
								end
								else 								 
								begin
									Xstart <= Tank_X_Pos + 10'd16;
									Ystart <= Tank_Y_Pos;
								end
							end
		end  
    end
	always_comb
	begin
	if (AI_shoot)
		begin
		Missile_on = 1'b1;
		end
	else 
		begin
		Missile_on = 1'b0;
		end
	end
    assign TankX = Tank_X_Pos;
    assign TankY = Tank_Y_Pos;
endmodule
module lfsr (input Clk,Reset,enable,
				 output [7:0] out);
logic        linear_feedback,linear_feedback2,linear_feedback3;
assign linear_feedback = ~(out[7] ^ out[2]);
always_ff @(posedge Clk)
	if (Reset) 
	begin
	out <= 8'h00;
	end 
	else if (enable) 
	begin
	out <= {out[6],out[5],
          out[4] ,out[3],
          out[2], out[1],
          out[0], linear_feedback};
end 
endmodule
$ cat design/flow/run.sh
#!/bin/bash
# OpenROAD 26Q1-2900-gdf79404cd8, Yosys 0.63+post, stock flow scripts
make -C /OpenROAD-flow-scripts/flow DESIGN_CONFIG=/design/flow/config.mk WORK_HOME=/design/flow/orfs finish
$ cat design/flow/config.mk
export PLATFORM = sky130hd
export DESIGN_NAME = AI
export DESIGN_NICKNAME = AI
export VERILOG_FILES = /design/flow/design.v
export SDC_FILE = /design/flow/constraint.sdc
export NUM_CORES = 4
export LEC_CHECK = 1
export CORE_UTILIZATION = 50
$ cat design/flow/constraint.sdc
current_design AI

set clk_period 5.1
set clk_io_pct 0.2

create_clock -name clk0 -period $clk_period [get_ports {frame_clk}]

set non_clock_inputs [all_inputs -no_clocks]
set_input_delay [expr $clk_period * $clk_io_pct] -clock clk0 $non_clock_inputs
set_output_delay [expr $clk_period * $clk_io_pct] -clock clk0 [all_outputs]
==> deck_impl_summary.md <==
Implementation Results

Clock network
  – Post_cts resized: 0
  – CTS Buf Count: 5
  – Max Root-Sink Buffers: 2
  – CTS root buffer: clkbuf_8
  – H-tree Lvls: 2
  – Latency at later pin: 0.30 ns
  – Clk sinks: 51
  – CTS clk-pin slew, worst paths: 0.10 ns
  – CTS tree: yes
  – Cts hold-fix bufs: 0
  – Post-CTS Setup Inserts: 0

Floorplan
  – Die X: 87.19 um
  – Die span in y: 87.19 um
  – # rows: 30
  – Die area: 7601 um^2
  – I/O pin total: 69
  – FP Util: 0.5254
  – Core Region: 6907 um^2

Critical path
  – Worst EP required: 5.29 ns
  – CP endpoint kind: flop
  – Kind of start point of the critical path: flop
  – Setup CP Type: reg -> reg
  – CP max FO: 13
  – Critical Path AT: 3.13 ns
  – Reg2Reg Depth: 9

Timing
  – Final WS setup: 2.154 ns
  – Setup violations, final: 0
  – Setup TNS: 0 ns
  – Slew @ Worst Pin: 0.7274 ns
  – Slew HR: 0.5145
  – Hold Vio Cnt, Final: 0
  – Minimum clock period after layout: 2.946 ns
  – Final period util: 0.5776
  – Slew Viols, Final: 0
  – RSZ-0062 raised after global routing: false
  – Skew final: 0.008227 ns
  – Fmax: 339.5 MHz

Drt
  – Diodes inserted: 0
  – Total number of vias: 2910
  – DRT iter0 DRCs: 202
  – DRC errors left: 0
  – Final wirelength: 7.852 mm
  – Final ANT Viol Nets: 0
  – Avg WL per Cell: 15.46 um
  – First-pass iteration count of the detailed router: 4
  – Vias per cell: 5.728

Power
  – Int Pwr: 1095 uW
  – Static leakage: 0.001574 uW
  – Worst VDD drop: 0.2256 mV
  – P_sw: 684.7 uW
  – Power share of the clock group: 0.186
  – Sw frac: 0.3846
  – Power density over the cells: 422.7 nW/um^2
  – Flop pwr share: 0.413
  – Fraction of power consumed by combinational cells: 0.400

Run
  – Max-capacitance violation count: 0
  – Tool warnings: 57

Yosys
  – Synth warn: 24
  – Synth Cell Area: 3628 um^2
  – Yosys stat area: 3628 um^2
  – Yosys cell count: 386
  – Seq/Total Area, Yosys: 0.3731
  – Primary FF master, synth: edfxtp_1
  – Yosys reg bits: 51
  – Number of flops mapped to enable cells by yosys: 22
  – Async S/R FF share, synth: 0.4118
  – Distinct lib cells: 66
  – Syn avg cell area: 9.400 um^2
  – Cell count after synthesis: 386

Global routing
  – Total track usage: 0.2245
  – First-pass GRT wire length: 13.12 mm
  – Grt ovf: 0
  – Initial antenna violation count: 0
  – Largest net degree at the start of global routing: 21
  – Vias in the first global route: 2610

Finish
  – Dominant logic cell type in the layout: clkdlybuf4s50_1
  – Proportion of layout cells with a drive suffix above 1: 0.08981
  – P&R area growth vs syn: 16.07%
  – Post-route cell area: 4212 um^2
  – Top Layout Cells: 48 x clkdlybuf4s50_1, 32 x nor2_1, 30 x nand2_1
  – Non-Filler Instances: 508

Place
  – DP Area: 4079 um^2
  – Setup slack after placement: 2.050 ns
  – HPWL after detailed placement: 5.488 mm
  – Placed Cells: 500
  – Final GP Congestion: 0.9115
  – IO Port Bufs: 48

Worst hold path
  – HP Class: reg -> reg
  – Hold Path Depth: 1

Status
  – Status: completed
worst paths after layout:
path	start	end	slack (ns)
worst max-delay path	Tank_X_Pos[4]$_DFFE_PP0P_	Tank_X_Pos[1]$_DFFE_PP0P_	2.15
worst min-delay path	Tank_Explosion$_DFFE_PP0P_	Tank_Explosion$_DFFE_PP0P_	0.50
worst max register to register	Tank_X_Pos[4]$_DFFE_PP0P_	Tank_X_Pos[1]$_DFFE_PP0P_	2.15
worst min register to register	Tank_Explosion$_DFFE_PP0P_	Tank_Explosion$_DFFE_PP0P_	0.50
max in group asynchronous	Reset	Tank_X_Pos[3]$_DFFE_PP1P_	3.49
min in group asynchronous	Reset	Tank_X_Pos[1]$_DFFE_PP0P_	1.01
cells in the mapped netlist, types with 3 or more instances:
| library cell | instances | area share |
|---|---|---|
| and3_1 | 4 | 0.0069 |
| inv_1 | 18 | 0.019 |
| nor2_1 | 32 | 0.033 |
| dfstp_2 | 6 | 0.043 |
| nand2b_1 | 6 | 0.010 |
| a21oi_1 | 9 | 0.012 |
| nor2b_1 | 3 | 0.0052 |
| nand3b_1 | 6 | 0.012 |
| ha_1 | 17 | 0.059 |
| buf_2 | 15 | 0.021 |
| o21ai_0 | 7 | 0.0097 |
| buf_6 | 3 | 0.0093 |
| o21ai_1 | 4 | 0.0055 |
| nand4_1 | 6 | 0.010 |
| edfxtp_1 | 22 | 0.18 |
| o32ai_1 | 3 | 0.0072 |
| nor4_1 | 3 | 0.0052 |
| nor3b_1 | 3 | 0.0062 |
| o2111a_1 | 3 | 0.0093 |
| and2_1 | 3 | 0.0052 |
| clkbuf_1 | 12 | 0.012 |
| a31oi_1 | 6 | 0.010 |
| nor3_1 | 12 | 0.017 |
| mux2i_1 | 4 | 0.011 |
| xor2_1 | 16 | 0.039 |
| o311ai_2 | 6 | 0.027 |
| dfxtp_1 | 8 | 0.044 |
| a221oi_1 | 3 | 0.0072 |
| xnor2_1 | 28 | 0.068 |
| dfrtp_1 | 15 | 0.10 |
| a32oi_1 | 6 | 0.014 |
| nand3_1 | 18 | 0.025 |
| nand2_1 | 30 | 0.031 |
| a211oi_1 | 5 | 0.010 |
logic make-up after synthesis:
| group | after synthesis | share of synthesized area |
|---|---|---|
| xor+xnor | 44 | 0.1062 |
| flops | 51 | 0.3731 |
| mux | 6 | 0.01724 |
| buf+inv | 51 | 0.06517 |
| compound gates | 73 | 0.1641 |
| simple gates | 144 | 0.2155 |
| fa+ha+maj | 17 | 0.05862 |
state kept, by name, indices dropped and copies added, names as in the netlist:
register / cells
Tank_Explosion: 1
Xstart: 10
TankType: 2
Tank_Y_Pos: 10
Tank_X_Pos: 10
Ystart: 10
lfsr_inst.out: 8
cell type report:
| type | count | area [um^2] |
|---|---|---|
| Clock buffer | 6 | 72.57 |
| Multi-Input combinational cell | 284 | 2038 |
| Inverter | 19 | 71.32 |
| Timing Repair Buffer | 50 | 495.5 |
| Fill cell | 615 | 2695 |
| Clock inverter | 2 | 60.06 |
| Tap cell | 96 | 120.1 |
| Sequential cell | 51 | 1354 |
power groups by stage:
stage	clock network (uW)	logic (uW)	registers [uW]
6_report	332	712	736
4_1_cts	343	714	734
5_1_grt	357	789	757
metrics by stage:
stage,hold slack (ns),utilization,power (uW)
floorplan,0.4074,-,1215
global placement,0.4689,0.5906,1446
detailed placement,0.4668,0.5906,1450
CTS,0.5036,0.6098,1791
global route,0.5282,0.6098,1903
finish,0.4959,0.6098,1780
metal layers:
| layer | routed length (um) | track usage | share of wire | vias to the layer above |
|---|---|---|---|---|
| met2 | 3500 | 0.3286 | 0.45 | 88 |
| met3 | 367 | 0.02308 | 0.047 | 2 |
| met1 | 3951 | 0.3868 | 0.50 | 1376 |
| met4 | 32 | 0.01937 | 0.0041 | 0 |
| met5 | 0 | 0 | 0 | - |
| li1 | - | - | - | 1444 |
critical path: stages, from the launching register on:
cell,delay [ns]
dfrtp_1,0.56
inv_1,0.24
ha_1,0.27
nand3b_1,0.14
o21ai_1,0.08
o2111a_1,0.24
o2111a_1,0.28
nand2b_1,0.36
a22o_1,0.32
or3_1,0.34
Power is estimated from default activity; no workload was simulated.
